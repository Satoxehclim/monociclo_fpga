[/design/flow/config.mk]
export PLATFORM = sky130hd
export DESIGN_NAME = dcache
export DESIGN_NICKNAME = dcache
export VERILOG_FILES = /design/flow/design.v
export SDC_FILE = /design/flow/constraint.sdc
export NUM_CORES = 4
export LEC_CHECK = 1
export CORE_UTILIZATION = 50
[/design/flow/design.v]
module dcache (
	input					clk_i,
	input		[5:0]		addr_i,
	input		[31:0]	dato_i,
	input 				memwrite_i,
	input					memread_i,
	output	[31:0]	dato_o
);
	reg 		[31:0] memoria [0:63];
	always @(posedge clk_i)
	begin
		if (memwrite_i)
			memoria[addr_i] <= dato_i;
	end
	assign dato_o = (memread_i) ? memoria[addr_i] : 32'b0;
endmodule
[/design/flow/run.sh]
#!/bin/bash
# OpenROAD 26Q1-2900-gdf79404cd8, Yosys 0.63+post, stock flow scripts
make -C /OpenROAD-flow-scripts/flow DESIGN_CONFIG=/design/flow/config.mk WORK_HOME=/design/flow/orfs finish
[/design/flow/constraint.sdc]
current_design dcache

set clk_period 54.3
set clk_io_pct 0.2

create_clock -name clk0 -period $clk_period [get_ports {clk_i}]

set non_clock_inputs [all_inputs -no_clocks]
set_input_delay [expr $clk_period * $clk_io_pct] -clock clk0 $non_clock_inputs
set_output_delay [expr $clk_period * $clk_io_pct] -clock clk0 [all_outputs]
==> results_dict.tcl <==
# implementation run metrics
set metrics [dict create \
    max_slew_margin_pct 13.84 \
    hold_buffers 0 \
    critical_path.top_delay_family "buffers and inverters" \
    syn_area_per_cell_sq_um 17.17 \
    xor_area_share_pct 0 \
    worstPathArrival_ps 15680 \
    synthDistinctLibCells 58 \
    die-area_sq_um 162100 \
    cts.sink_count 2048 \
    cpMaxStageDelayCell "a2111oi_0" \
    drive_gt1_share_pct 14.00 \
    crit_chain "buf_8, buf_4, buf_4, or3b_2, a21oi_1, o41a_1, a2111oi_0, a41oi_1, clkdlybuf4s50_1" \
    status "complete, no violations" \
    cts_resized 0 \
    via_per_inst 6.542 \
    synth_area_sq_um 80230 \
    ys_ff 2048 \
    yosysChipArea_sq_um 80230 \
    hp-class "in -> reg" \
    clockBufferDepth 3 \
    drv_slew 0 \
    cp.buffers_inverters 4 \
    combPwrFrac_pct 5.5 \
    p_sw_share_pct 21.91 \
    dieHeight_microns 402.6 \
    gp_congestion 0.9404 \
    fin_tns_setup_ps 0 \
    fin_crit_sh_pct 48.88 \
    final-setup-viol-count 0 \
    ys_seq_share_pct 76.65 \
    synth-edff-count 2048 \
    syn_inst 4674 \
    seqCellArea_sq_um 61500 \
    cp-start-kind "input port" \
    drc_errors 0 \
    max_freq_mhz 37.68 \
    ctsHtreeMaxLevel 4 \
    fa_ha_area_share_pct 0 \
    hp-start "dato_i[4]" \
    mux_share_pct 3.838 \
    p_leak_nw 28.00 \
    worst_hold_path.num_cells 1 \
    logic_family "AND-OR/OR-AND gates" \
    largest_reg_flops 2048 \
    netlist.area_leader.share_pct 76.65 \
    flop_cell "edfxtp_1" \
    wirelength_microns 227600 \
    largest_register "memoria" \
    max-cap-violations 0 \
    wl_per_cell_microns 32.53 \
    aoi_share_pct 11.01 \
    grt_pass1_vias 47160 \
    warning_count 32 \
    cts_made_buffers 203 \
    synthArstFlopShare_pct 0 \
    period_minus_slack_ps 26540 \
    antenna_found_initial 6 \
    track_usage_pct 31.75 \
    top_regs "memoria x2048" \
    cpPeakStageDelay_ps 1080 \
    vdd_drop_max_mv 0.02975 \
    cts_tree "yes" \
    clock_power_share_pct 40.4 \
    crit_required_ps 43440 \
    dr.pass1.iters 5 \
    cts_setup_buffers 0 \
    place_hpwl_microns 128100 \
    grt_max_degree 126 \
    path_clk_slew_ps 60 \
    cp-startpoint "addr_i[2]" \
    final_common_cell "edfxtp_1" \
    area_growth_pct 12.06 \
    largest_area_cell "edfxtp_1" \
    initial_utilization_pct 50.54 \
    drtAntennaViolNets 0 \
    power.switching_w 0.0007089 \
    intPower_w 0.002527 \
    synth_warnings 1 \
    vias 45780 \
    grt_pass1_wl_microns 329500 \
    n_fill_cell 11610 \
    row_count 146 \
    synthTopCellsByArea "edfxtp_1, a221oi_1, a22oi_1" \
    synth_stat.cells 4674 \
    pwr-share-seq_pct 54.2 \
    hold-worst-slack_ps 10270 \
    logic_area_sq_um 17520 \
    crit_cells 9 \
    simple_gate_share_pct 6.277 \
    core_area_sq_um 158700 \
    cp_max_fo 81 \
    powerDensity_nw_per_um2 35.99 \
    crit_top_cell "buf_4" \
    crit_type "in -> out" \
    final_cell_mix "edfxtp_1, a221oi_1, a22oi_1" \
    boundaryPins 73 \
    io_buffer_count 72 \
    dr.first_iter.drc_count 3342 \
    die_width_microns 402.6 \
    clockRootBuffer "clkbuf_16" \
    hold_viol 0 \
    end_kind "output port" \
    overflow 0 \
    rsz0062_at_grt "no" \
    worst_slew_pin_slew_ps 1260 \
]
==> power by group through the flow <==
stage	clock network, W	registers [W]	logic [W]
after CTS	0.00132	0.00175	0.000177
after global routing	0.00138	0.00175	0.000188
final	0.00131	0.00175	0.000177
==> path summary, 6_finish.rpt <==
kind | slack, ps | to
worst max-delay path | 27760 | dato_o[0]
worst min-delay path | 10270 | memoria[60][4]$_DFFE_PP_
==> kinds of logic after synthesis <==
kind of cell,count (synthesis)
DFF,2048
AOI/OAI and AO/OA,1187
and+or+nand+nor,783
buffers and inverters,400
muxes,256
==> per-layer routing <==
metal  track usage (%)  routed length, microns  up-vias
met2             45.00                  106500     2785
met3             20.48                   35030      395
met5            0.7434                      81        -
met1             44.05                   77670    22930
li1                  -                       -    19650
met4             9.040                    8319        8
==> cell type report <==
cell class / instances / area share (%)
Sequential cell: 2048 / 68.40
Multi-Input combinational cell: 2226 / 19.49
Clock buffer: 263 / 5.995
Tap cell: 2072 / 2.884
Timing Repair Buffer: 275 / 2.384
Clock inverter: 105 / 0.8155
Inverter: 6 / 0.02783
Antenna cell: 2 / 0.005567
==> per-stage QoR <==
stage	area [sq um]	util (%)	power [W]	cells	setup WS, ps
CTS	89900	56.63	0.003255	6995	27740
global route	89910	56.63	0.003324	6996	27480
global placement	83770	52.77	0.001961	6626	27510
floorplan	80230	-	0.001873	4674	31030
finish	89910	56.64	0.003236	6997	27760
detailed placement	83780	52.78	0.001963	6627	27780
==> synth_stat cells, types with 20 or more instances <==
master     instances
a21oi_1           70
o22a_1            42
buf_2            128
o22ai_1           64
nand3b_1         138
a22oi_1          248
o21ai_0          183
clkbuf_1         201
nor3b_1          141
mux2i_1          176
nor3_1           100
a221oi_1         275
mux2_2            43
nand2b_1          58
mux4_2            37
nand3_1           20
nor2_1            77
o221ai_1          48
and3b_1           28
a22o_1            29
a21o_1            56
buf_1             38
edfxtp_1        2048
o2111ai_1         56
and3_1           142
Power and IR drop assume default switching activity.
