**config.mk**
```make
export PLATFORM = sky130hd
export DESIGN_NAME = regfile
export DESIGN_NICKNAME = regfile
export VERILOG_FILES = /design/flow/design.v
export SDC_FILE = /design/flow/constraint.sdc
export NUM_CORES = 4
export LEC_CHECK = 1
export CORE_UTILIZATION = 30
```
**constraint.sdc**
```tcl
current_design regfile

set clk_period 5.1
set clk_io_pct 0.2

create_clock -name clk0 -period $clk_period [get_ports {clk_i}]

set non_clock_inputs [all_inputs -no_clocks]
set_input_delay [expr $clk_period * $clk_io_pct] -clock clk0 $non_clock_inputs
set_output_delay [expr $clk_period * $clk_io_pct] -clock clk0 [all_outputs]
```
**design.v**
```verilog
module regfile (
	input		[4:0]		rs1_i,
	input		[4:0]		rs2_i,
   input    [31:0]	datord_i,
	input		[4:0]		rd_i,
   input       		we_i,
   input       		clk_i,
	output	[31:0]	datos1_o,
	output	[31:0]	datos2_o
);
	reg 		[31:0]registerfile[0:31];
    assign	datos1_o = registerfile[rs1_i];
    assign	datos2_o = registerfile[rs2_i];
    always @(posedge clk_i) 
	 begin
        if (we_i) 
            registerfile[rd_i] <= datord_i;
    end
endmodule
```
**run.sh**
```bash
#!/bin/bash
# OpenROAD 26Q1-2900-gdf79404cd8, Yosys 0.63+post, stock flow scripts
make -C /OpenROAD-flow-scripts/flow DESIGN_CONFIG=/design/flow/config.mk WORK_HOME=/design/flow/orfs finish
```
==> out/metrics.yaml <==
outcome:
  outcome: "finished clean"
finish:
  area_delta_synth_final_pct: 17.35
  lay_top_cells: "mux2i_1 (1,024), edfxtp_1 (1,024), nand3_1 (194), nand2_1 (193)"
  largest-register: "registerfile"
  top_regs: "registerfile (1024)"
  stdcell_count: 5807
  largest_reg_flops: 1024
  final_layout_size_suffix_gt1_share_pct: 11.14
floorplan:
  fp_util_pct: 30.32
  fp.dieW_um: 405.3
  ios: 113
  rows: 147
  core_area_um2: 160900
  die_height_um: 405.3
  dieArea_um2: 164200
sta:
  maxSlewHeadroom_pct: 47.69
  rsz0062_at_grt: "false"
  max_slew.worst_pin.slew_ns: 0.7846
  slew_violations: 0
  hold_viol: 0
  period_used_pct: 96.65
  min_period_ns: 4.929
  finalSetupViolCount: 0
  setup_tns_ns: 0
  fmax_mhz: 202.9
clock_tree:
  clock-root-buffer: "clkbuf_16"
  cts_buffer_depth: 3
  clock-sinks: 1024
  cts_buffers: 102
  postCtsResizedCells: 0
  h-tree-depth: 3
  cts_hold_buf: 0
  cts.clk_slew.worst_paths_ns: 0.06
  post-cts-setup-buffer-count: 0
  cts_tree: "built"
critical_path:
  path_delay_family: "buffers and inverters"
  crit_type: "in2out"
  crit_required_ns: 4.08
  cp-end-kind: "output port"
  worst_setup_path_start_kind: "primary input"
  crit_chain: "clkdlybuf4s50_1, nor2b_4, buf_4, a22oi_1, a31oi_1, nand3_1, clkdlybuf4s50_1"
  slowest_stage: "clkdlybuf4s50_1"
  crit_top_cell: "clkdlybuf4s50_1"
  path_buffers: 3
  critical_path.max_fanout: 14
  arrival_ns: 3.91
  slowest_delay_ns: 0.71
logic_synthesis:
  synth_top_cell_by_area: "edfxtp_1"
  yosys_area_um2: 48790
  synth.top_cell.area_share_pct: 63.03
  synth_cell_type_count: 23
  area_leaders: "edfxtp_1 (63%), mux2i_1 (21%), a22oi_1 (3.0%)"
  numSynthFlops: 1024
  synth_cells: 3386
  synth_area_per_cell_um2: 14.41
  mappedNetlistArea_um2: 48790
  synth_warnings: 1
  ys_cells: 3386
  ys_seq_share_pct: 63.03
power_and_ir_drop:
  switching_share_pct: 23.13
  ir_drop_v: 0.0002769
  p_comb_share_pct: 9.7
  p_per_area_nw_per_um2: 328.7
  cell_internal_pwr_mw: 14.47
  seqPwrFrac_pct: 50.0
  pwr-share-clk_pct: 40.3
  p_leak_nw: 20.76
  p_sw_mw: 4.352
grt:
  grt_pass1_vias: 32310
  gr-total-overflow: 0
  grt_use_total_pct: 19.67
  antenna_found_initial: 14
  grt_max_degree: 58
  grt_first_pass_wirelength_um: 221600
drt:
  drt-pass1-iter-count: 8
  vias: 31090
  drc: 0
  ant_nets: 0
  detail_route.wl_per_cell_um: 26.57
  routed_wl_um: 154300
  post_drt_via_cell_ratio: 5.354
  drt_iter0_markers: 2000
placed_design:
  io_buffers: 112
  gp_congestion: 0.8796
  place_inst: 5616
  post-dp-hpwl_um: 90720
flow_run:
  warning_count: 26
  timing.max_cap.violations: 0
min_path:
  min_path_type: "in2reg"
[cell usage after synthesis (all sizes together)]
library cell and count:
nor2 35, nor3 64, nand3 194, edfxtp 1024, or2 2, nand3b 5
and2 2, buf 163, clkbuf 90, or3b 3, mux2i 1024, or3 1
nand2b 4, nand2 195, a22oi 192, a22o 128, a31oi 64, nor2b 4
a21oi 192
[area by class of cell]
| class | count | area, um2 |
|---|---|---|
| clock buffers | 118 | 2613 |
| well taps | 2160 | 2703 |
| diodes | 3 | 7.507 |
| fillers | 15060 | 103700 |
| repair buffers | 323 | 3666 |
| clock inverters | 70 | 735.7 |
| multi-input cells | 2109 | 16780 |
| flip-flops and latches | 1024 | 30750 |
[per-stage QoR]
step / setup slack [ns] / utilization, % / hold WS, ns / total power, mW / instance area, um2
finish: 0.1708 / 35.57 / 1.137 / 18.82 / 57250
global route: 0.08754 / 35.57 / 1.145 / 19.34 / 57240
CTS: 0.2108 / 35.57 / 1.099 / 18.93 / 57240
detailed placement: 0.2153 / 33.49 / 1.853 / 11.40 / 53900
global placement: 0.1999 / 33.49 / 1.854 / 11.40 / 53900
floorplan: 1.646 / - / 1.119 / 10.54 / 48790
[power groups by stage]
stage / Combinational [mW] / Sequential (mW) / Clock, mW
CTS: 1.83 / 9.40 / 7.70
global route: 1.94 / 9.41 / 7.99
finish: 1.83 / 9.40 / 7.59
[kinds of logic (layout without fill, tap and decap cells)]
logic type | after synthesis | in the layout | synth area share (%)
AND/OR/NAND/NOR | 509 | 509 | 4.714
flip-flops | 1024 | 1024 | 63.03
other | 0 | 3 | 0
multiplexers | 1024 | 1024 | 21.01
AND-OR/OR-AND | 576 | 576 | 8.042
buffers and inverters | 253 | 511 | 3.211
[per-layer routing]
metal | part of all wire (%) | track usage [%] | up-vias
li1 | - | - | 13770
met1 | 36 | 24.02 | 15380
met2 | 46 | 29.93 | 1646
met3 | 14 | 11.78 | 271
met4 | 3.3 | 5.170 | 24
met5 | 0.13 | 0.3866 | -
[worst paths after layout]
kind / cells after the start / start / slack, ns / to
worst max-delay path: 7 / rs1_i[2] / 0.17 / datos1_o[10]
worst min-delay path: 2 / datord_i[12] / 1.14 / registerfile[15][12]
Power figures rest on the tool's default switching activity, not on a simulated workload.
